$ cat ./run.sh
#!/bin/bash
# OpenROAD 26Q1-2900-gdf79404cd8, Yosys 0.63+post, stock flow scripts
make -C /OpenROAD-flow-scripts/flow DESIGN_CONFIG=/design/flow/config.mk WORK_HOME=/design/flow/orfs finish
$ cat ./config.mk
export PLATFORM = sky130hd
export DESIGN_NAME = ALU
export DESIGN_NICKNAME = ALU
export VERILOG_FILES = /design/flow/design.v
export SDC_FILE = /design/flow/constraint.sdc
export NUM_CORES = 4
export LEC_CHECK = 1
export CORE_UTILIZATION = 50
$ cat ./constraint.sdc
current_design ALU

set clk_period 14.9
set clk_io_pct 0.2

create_clock -name clk0 -period $clk_period

set non_clock_inputs [all_inputs -no_clocks]
set_input_delay [expr $clk_period * $clk_io_pct] -clock clk0 $non_clock_inputs
set_output_delay [expr $clk_period * $clk_io_pct] -clock clk0 [all_outputs]
$ cat ./design.v
`timescale 1ns / 1ps
module ALU(
input [31:0]A,
input [31:0]B,
input [2:0]ALUControl,
output reg [31:0]ALUResult,
output Zero
    );
    always@(*)
    begin
    case(ALUControl)
    3'b000:ALUResult=A&B;
    3'b001:ALUResult=A|B;
    3'b010:ALUResult=A+B;
    3'b100:ALUResult=A-B;
    3'b101:ALUResult=A*B;
    3'b110:ALUResult=(A<B);
    default:ALUResult=32'd0;
    endcase
    end
    assign Zero=~|ALUResult;
endmodule
==> out/qor.yml <==
first_pass_iters: 6
die.size.y_um: 204
synth_area_leader_cell: "fa_1"
comb_area_sq_um: 18300
warnings: 96
flops: 0
synth_top_area_share_pct: 40.2
drt-total-wl_um: 81600
ys_warn_count: 1
placed_area_sq_um: 23200
synth_seq_share_pct: 0
drc: 0
end_kind: "primary output"
clock.fmax_ghz: 0.0693
track_usage_pct: 43.1
cts_hold_buf: 0
path_class: "in -> out"
holdWs_ns: 6.92
overflow: 0
cpMostUsedCell: "fa_1"
drive_above_1_share_pct: 11.7
rsz0062_at_grt: "false"
grt_pass1_wl_um: 123000
design_area_sq_um: 23800
antenna_found_initial: 5
slew_headroom_pct: 33.5
row_count: 73
io_pins: 100
register_area_sq_um: 0
worst_slew_pin_slew_ns: 0.991
path_buffers: 13
synthCells: 2548
fin_crit_ns: 14.44
yosys_cells: 2548
dieArea_sq_um: 41600
drtAntennaViolNets: 0
yosys-top-cells-count: "473 x inv_1, 410 x fa_1, 381 x nor2_1"
fp-utilization_pct: 51.0
drt-vias-per-instance: 5.81
crit_path_start_kind: "input port"
fill_cells: 3506
gp_congestion: 1.04
dp_hpwl_um: 69500
crit_family: "adder cells"
hold_class: "in -> out"
synth_area_sq_um: 20400
fp.dieW_um: 204
crit_path_max_fanout: 4
area_leaders: "fa_1 40%, ha_1 13%, inv_1 8.7%, nor2_1 7.0%, nand2_1 5.2%"
ys_types: 82
status: "finished, final reports clean"
clock_buffers: 0
final_hold_viol_count: 0
fin_cells: 3282
arrival_ns: 11.46
area.growth.synth_to_final_pct: 16.6
drt_iter0_drc: 1339
grt_max_degree: 44
placement.io_buffers: 100
slowest_delay_ns: 0.62
setup_viol: 0
cp.required_ns: 11.92
synth_top_cell_by_count: "inv_1"
critPathSlowestCell: "or4b_2"
finalClockPeriodUsage_pct: 96.9
wl_per_cell_um: 24.9
maxSlewViolCount: 0
core-area_sq_um: 40000
setup_tns_ns: 0
vias: 19100
grt_pass1_vias: 20000
yosys_area_sq_um: 20400
dp_cells: 3257
syn-mean-instance-area_sq_um: 8.00
maxCapViolCount: 0
cells in the final DEF (no fill, tap or decap), types with 49 or more instances in the layout:
cell / synthesis / final
inv_1: 473 / 460
fa_1: 410 / 410
nor2_1: 381 / 373
nand2_1: 283 / 283
ha_1: 219 / 217
buf_4: 1 / 209
clkdlybuf4s50_1: 0 / 92
a21oi_1: 85 / 78
xnor2_1: 71 / 70
o21ai_0: 51 / 49
tightest hold or removal path: stages:
cell	delay, ns
buf_2	0.13
nor2b_1	0.14
a41oi_1	0.23
nor2_1	0.07
nor2_1	0.10
nor4b_4	0.18
dlymetal6s2s_1	0.12
logic make-up (layout without fill, tap and decap cells):
logic type	count (synthesis)	in the layout	synth area share (%)
other	0	2	0
xor gates and xnor gates	90	90	3.87
adders and majority gates	629	629	53.7
AOI/OAI and AO/OA	356	356	12.2
and+or+nand+nor	836	836	17.5
muxes	28	28	1.38
buffers and inverters	609	816	11.3
layer usage:
| metal | vias up | part of all wire, % | global-route usage, % |
|---|---|---|---|
| met4 | 2 | 6.8 | 21.3 |
| met1 | 9365 | 37 | 56.9 |
| met3 | 221 | 10 | 15.4 |
| met2 | 1050 | 46 | 65.0 |
| met5 | - | 0.015 | 0.476 |
| li1 | 8443 | - | - |
through the flow:
step | setup slack, ns | utilization [%]
3_5_place_dp | -0.251 | 58.0
5_1_grt | 0.215 | 59.4
3_3_place_gp | -0.423 | 58.0
6_report | 0.463 | 59.4
4_1_cts | 0.00513 | 58.3
2_1_floorplan | 1.33 | -
area by class of cell:
class / count / share of cell area (%)
diodes: 2 / 0.0211
repair buffers: 325 / 12.1
well taps: 525 / 2.76
inverters: 491 / 7.94
multi-input cells: 1939 / 77.2
final timing paths:
check                         start  endpoint  slack (ns)  cells after the start
worst max-delay path           A[7]      Zero        0.46                     33
worst min-delay path  ALUControl[0]      Zero        6.92                      7
timing repair:
action                                  in CTS  in global routing
endpoints found under the setup margin       1                  1
cloned                                       0                  1
pin swaps                                    2                 17
gates resized                               22                 60
hold endpoints to repair                     0                  0
buffers inserted                             7                 15
