`flow/design.v`:
```
module Register_File(
input clk,
WE3, 
input [4:0]A1,
A2,A3,
input [31:0]WD3,
output reg[31:0] RD1,RD2
    );
    reg[31:0]memreg[31:0];
    always@(posedge clk)
    begin
    if(WE3)
   begin
    memreg[A3]<=WD3; 
    memreg[0]<=32'b0; 
    end
    end
    always@(*)
    begin
    RD1=memreg[A1]; 
    RD2=memreg[A2]; 
    end
endmodule
```
`flow/config.mk`:
```
export PLATFORM = sky130hd
export DESIGN_NAME = Register_File
export DESIGN_NICKNAME = Register_File
export VERILOG_FILES = /design/flow/design.v
export SDC_FILE = /design/flow/constraint.sdc
export NUM_CORES = 4
export LEC_CHECK = 1
export CORE_UTILIZATION = 50
```
`flow/run.sh`:
```
#!/bin/bash
# OpenROAD 26Q1-2900-gdf79404cd8, Yosys 0.63+post, stock flow scripts
make -C /OpenROAD-flow-scripts/flow DESIGN_CONFIG=/design/flow/config.mk WORK_HOME=/design/flow/orfs finish
```
`flow/constraint.sdc`:
```
current_design Register_File

set clk_period 10.1
set clk_io_pct 0.2

create_clock -name clk0 -period $clk_period [get_ports {clk}]

set non_clock_inputs [all_inputs -no_clocks]
set_input_delay [expr $clk_period * $clk_io_pct] -clock clk0 $non_clock_inputs
set_output_delay [expr $clk_period * $clk_io_pct] -clock clk0 [all_outputs]
```
==> metrics.cfg <==
[logic_synthesis]
syn_inst=3421
top_cell_area_share_pct=61.23
syn_avg_cell_area_um2=14.22
synth.distinct_cells=24
synth_seq_share_pct=62.55
top_cells_by_area=edfxtp_1 61%, mux2i_1 21%, a22oi_1 3.0%
ys.flops=1024
syn_area_um2=48650
top_area_cell=edfxtp_1
yosys_area_um2=48650
ys_cells=3421
synth_warnings=1

[final_timing]
setup_violations=0
fin_crit_sh_pct=73.24
fmaxAchievable_mhz=135.2
setup_tns_ps=0
min_period_ps=7397
rsz0062_at_grt=false
setup_ws_ps=2703
max_slew_margin_pct=29.86
report.final.slew_viol_count=0
clock_skew_ps=0
hold_ws_ps=479.5
tightest_slew_ps=1049
report.final.hold_viol_count=0

[global_route]
antenna_found_initial=4
grt_pass1_vias=32590
overflow=0
grt_pass1_wl_mm=223.0
grt_max_degree=106
track_usage_pct=34.83

[outcome]
status=completed

[routing]
drt_iter0_markers=2318
finalWirelength_mm=156.0
detail-route-antenna-nets=0
num_vias=31410
drc_errors=0
drtPass1Iterations=8
avgViaCountPerCell=6.442
routedWlPerCell_um=32.00

[floorplanning]
die_h_um=313.9
core_area_um2=96570
ios=113
chip_area_um2=98550
fp_util_pct=50.38
die_x_um=313.9
fp-row-count=114

[layout]
seqCellArea_um2=30430
fillCellCount=7289
logic_area_um2=16970
final_layout_size_suffix_gt1_share_pct=9.344
top_register=memreg
fin_cells=4876
largest_reg_flops=1024
postLayoutCoreUtil_pct=56.73
syn2layout_area_growth_pct=12.60
largestRegisters=memreg x1024

[cts]
ctsResizeCount=0
root_buffer=clkbuf_16
cts_tree=done
clock_path_buffers=3
numCtsBuffers=110
clock-sinks=1024
clkTransAtPathRegs_ps=60
h-tree-depth=3
ctsHoldBuffers=0
post-cts-setup-buffer-count=0
clk_latency_ps=680

[worst_setup_path]
slowest_stage=clkdlybuf4s50_1
arrival_ps=5380
crit_path_start_kind=input pin
cp.buffers_inverters=4
worstSetupEndpointType=primary output
crit_type=input pin to primary output
reg2reg_from=memreg[0][31]$_SDFFE_PP0P_
path_max_fanout=35
cpPeakStageDelay_ps=620
cp_data_required_time_ps=8080
crit_chain=clkdlybuf4s50_1 > nor2b_4 > buf_4 > buf_4 > a22o_1 > nor3_1 > a31oi_1 > nand3_1 > clkdlybuf4s50_1
crit_family=buffers and inverters
cp-startpoint=A2[0]

[power]
powerDensity_nw_per_um2=176.0
peakVddDrop_mv=0.1292
p_leak_nw=20.24

[place]
gp_congestion=0.8741
dp_hpwl_mm=82.97
preCtsSetupSlack_ps=2754
io_buffers=112
dp.cells=4669

[flow_run]
warning_count=29
drv_cap=0

[worst_hold_path]
hp-class=flop to flop
hold_start=memreg[0][30]$_SDFFE_PP0P_

-- layout make-up --
class | count | area share, %
multi-input cells | 2140 | 30.97
clock inverters | 50 | 0.9182
flip-flops and latches | 1024 | 55.55
well taps | 1276 | 2.914
repair buffers | 229 | 3.956
clock buffers | 153 | 5.673
diodes | 4 | 0.01827
-- synthesized netlist by cell type, drive strengths merged --
| cell | n |
|---|---|
| edfxtp | 992 |
| nor3 | 64 |
| clkbuf | 88 |
| nor2 | 34 |
| or3b | 3 |
| nand2b | 4 |
| a21oi | 192 |
| nor2b | 36 |
| buf | 169 |
| nand3 | 194 |
| or2 | 2 |
| and2 | 2 |
| a22o | 128 |
| nand2 | 195 |
| dfxtp | 32 |
| or3 | 1 |
| nand3b | 5 |
| a31oi | 64 |
| mux2i | 1024 |
| a22oi | 192 |
-- layout by cell type, fill, tap and decap left out, types with 10 or more instances in the layout --
| cell | instances |
|---|---|
| mux2i_1 | 1024 |
| dfxtp_1 | 32 |
| nand2_1 | 193 |
| a31oi_1 | 64 |
| buf_12 | 13 |
| buf_4 | 104 |
| clkbuf_16 | 113 |
| a22oi_1 | 192 |
| a21oi_1 | 192 |
| clkdlybuf4s50_1 | 109 |
| clkinv_2 | 25 |
| clkinv_1 | 10 |
| nor3_1 | 64 |
| nand3_1 | 194 |
| nor2b_1 | 32 |
| bufinv_16 | 10 |
| edfxtp_1 | 992 |
| clkbuf_1 | 27 |
| clkbuf_8 | 13 |
| nor2_4 | 33 |
| a22o_1 | 128 |
-- kinds of logic after synthesis --
kind of cell,after synthesis,synth area share (%)
compound gates,576,8.065
buf+inv,257,3.189
flops,1024,62.55
mux,1024,21.07
simple gates,540,5.131
-- per-layer routing --
layer	global-route usage [%]	vias up	routed length, µm
met4	10.96	12	6097
li1	-	13650	-
met2	47.44	2143	68360
met1	46.05	15250	54030
met3	25.11	352	27310
met5	1.596	-	216
-- worst paths after layout --
kind / to / slack (ps) / cells past startpoint
max reg2reg: memreg[0][31]$_SDFFE_PP0P_ / 9510 / 1
max: RD2[14] / 2700 / 9
min: memreg[0][30]$_SDFFE_PP0P_ / 480 / 1
min reg2reg: memreg[0][30]$_SDFFE_PP0P_ / 480 / 1
-- through the flow --
| stage | power, W | area (µm²) |
|---|---|---|
| finish | 0.009643 | 54780 |
| global route | 0.009896 | 54770 |
| CTS | 0.009667 | 54770 |
| detailed placement | 0.005680 | 51160 |
| global placement | 0.005673 | 51160 |
| floorplan | 0.005303 | 48650 |
-- report_power, final --
part	total [W]	leakage (nW)	switching (W)	internal, W
Clock	0.00404	1.78	0.00165	0.00239
Sequential	0.00473	9.19	0.0000200	0.00471
Combinational	0.000879	9.26	0.000552	0.000327
No activity file was given, so power comes from the tool's default toggle rates.
