`run.sh`:
```
#!/bin/bash
# OpenROAD 26Q1-2900-gdf79404cd8, Yosys 0.63+post, stock flow scripts
make -C /OpenROAD-flow-scripts/flow DESIGN_CONFIG=/design/flow/config.mk WORK_HOME=/design/flow/orfs finish
```
`config.mk`:
```
export PLATFORM = sky130hd
export DESIGN_NAME = Data_Memory
export DESIGN_NICKNAME = Data_Memory
export VERILOG_FILES = /design/flow/design.v
export SDC_FILE = /design/flow/constraint.sdc
export NUM_CORES = 4
export LEC_CHECK = 1
export CORE_UTILIZATION = 50
export SYNTH_MEMORY_MAX_BITS = 65536
```
`constraint.sdc`:
```
current_design Data_Memory

set clk_period 37.9
set clk_io_pct 0.2

create_clock -name clk0 -period $clk_period [get_ports {clk}]

set non_clock_inputs [all_inputs -no_clocks]
set_input_delay [expr $clk_period * $clk_io_pct] -clock clk0 $non_clock_inputs
set_output_delay [expr $clk_period * $clk_io_pct] -clock clk0 [all_outputs]
```
`design.v`:
```
module Data_Memory(
input clk,
input WE, 
input [31:0]A,
WD,
output reg[31:0]RD,
output [15:0]test_value);
reg[31:0]memoryData[0:255];
  integer i;
initial begin  
           for(i=0;i<256;i=i+1)  
                memoryData[i] <= 32'd0;  
      end  
always @(posedge clk)
begin
if(WE)
memoryData[A]<=WD; 
end
always@(*)
begin
RD<=memoryData[A]; 
end
assign test_value=memoryData[0][15:0];
endmodule
```
==> out/metrics.yaml <==
outcome: "completed"
wl_um: 844000
antenna_found_initial: 32
path_max_fanout: 70
ys_seq_share_pct: 79.7
cts_root_buf: "clkbuf_16"
synth_warnings: 1
intPower_uw: 14600
arrival_ps: 15880
cp_slowest_stage_delay_ps: 710
routedWlPerCell_um: 37.1
p_sw_share_pct: 20.9
power_frac_seq_pct: 54.2
p_leak_uw: 0.107
ios: 114
dp_cells: 21300
ys_chip_area_um2: 309000
rsz0062_at_grt: "false"
layout_top_cells: "8192 x edfxtp_1, 2048 x mux4_2, 1024 x a22oi_1, 813 x clkbuf_16, 799 x buf_4"
cts.path.max_buffers: 4
p_switching_uw: 3860
rows: 288
clk_pin_slew_ps: 60
place.gp.congestion: 0.859
fillers: 42300
grt_overflow_total: 0
dieArea_um2: 620000
top_register: "memoryData"
fin_crit_ps: 23460
routed_via_density: 6.36
setup_tns_ps: 0
cp.required_ps: 30320
synth_cell_type_count: 20
cts-buffers-inserted: 796
fp_util_pct: 50.2
postCtsHoldBufs: 0
cts_resized: 0
comb_power_share_pct: 4.8
die_width_um: 788
syn_inst: 13100
warnings: 50
highest_layer: "met5"
cap_violations: 0
largest_register_ffs: 8192
core-area_um2: 615000
hold_violations: 0
hp-class: "primary input to flip-flop"
postCtsSetupBuffers: 0
lay_top_count: "edfxtp_1"
tightest_slew_ps: 1140
grt_pass1_wl_um: 1180000
end_kind: "output pin"
drtIter0Drc: 9250
peakVddDrop_mv: 0.0553
htree_levels: 6
grt_max_degree: 99
stdcell_count: 22800
wl_met3_um: 191000
grt_use_total_pct: 31.1
final_layout_size_suffix_gt1_share_pct: 29.6
max-slew-margin-rel_pct: 23.4
reg_top3: "memoryData x8192"
syn_avg_cell_area_um2: 23.6
ys_ff: 8192
period_used_pct: 61.9
ys_cells: 13100
drc: 0
clkPwrFrac_pct: 41.0
vias: 145000
comb_area_um2: 61800
dp_hpwl_um: 483000
area_growth_pct: 13.5
port_buffers: 89
syn_area_um2: 309000
cts_tree: "built"
flop_area_um2: 246000
met2_length_um: 382000
dr.pass1.iters: 6
final_antenna_net_count: 0
grt_pass1_vias: 164000
clock_sinks: 8192
crit_chain: "buf_16 > buf_4 > buf_4 > buf_4 > buf_4 > buf_4 > buf_4 > buf_4 > mux4_2 > a22oi_1 > a21oi_1 > buf_4 > o41ai_2 > nand4_1 > clkdlybuf4s50_1"
maxSlewViolCount: 0
fmax_ghz: 0.0426
worstSetupPathType: "primary input to output pin"
worst_setup_path_start_kind: "primary input"
die_h_um: 788
path_common_cell: "buf_4"
final-setup-viol-count: 0
p_per_area_nw_per_um2: 52.6
crit_path_top_delay_cell: "buf_4"
power_uw: 18400
met1_length_um: 226000
## area by class of cell
| type | count | share of cell area [%] |
|---|---|---|
| Antenna cell | 23 | 0.0164 |
| Multi-Input combinational cell | 4062 | 17.6 |
| Clock inverter | 421 | 1.03 |
| Sequential cell | 8192 | 70.2 |
| Tap cell | 8120 | 2.90 |
| Clock buffer | 1032 | 6.04 |
| Timing Repair Buffer | 904 | 2.11 |
## metrics by stage
stage	setup WS, ps	area [µm²]	utilization [%]	hold slack (ps)
2_1_floorplan	20800	309000	-	7680
3_3_place_gp	14420	325000	52.9	7950
3_5_place_dp	14280	325000	52.9	7960
4_1_cts	14250	350000	56.9	6720
5_1_grt	13780	350000	56.9	6780
6_report	14440	350000	56.9	6790
## path summary, 6_finish.rpt
check / startpoint / cells after the start / endpoint
worst max-delay path: A[0] / 15 / RD[5]
worst min-delay path: WD[9] / 1 / memoryData[8][9]
## power by group through the flow
| stage | Combinational (µW) | Sequential, µW | Clock (µW) |
|---|---|---|---|
| 4_1_cts | 886 | 9990 | 7660 |
| 5_1_grt | 942 | 9990 | 8000 |
| 6_report | 882 | 9990 | 7550 |
## cell usage after synthesis
cell,instances,area (µm²)
nor2b_1,8,50.1
nand3_1,15,75.1
nor2_1,228,856
buf_1,81,304
o41ai_1,128,1120
and2_1,3,18.8
edfxtp_1,8192,246000
nand4_1,32,200
or2_2,3,18.8
a21oi_1,512,2560
buf_2,174,871
a22oi_1,1024,7690
clkbuf_1,485,1820
buf_4,38,285
buf_6,31,349
and3_1,1,6.26
nor3_1,32,160
nand2b_1,6,37.5
nand2_1,22,82.6
mux4_2,2048,46100
## routing by layer
metal / GRT usage, % / vias to the layer above
li1: - / 58700
met2: 42.0 / 11700
met1: 33.8 / 72700
met3: 30.8 / 1579
met5: 4.57 / -
met4: 10.5 / 66
## cell families after synthesis
| logic type | synth area share [%] |
|---|---|
| muxes | 14.9 |
| buffers and inverters | 1.18 |
| and+or+nand+nor | 0.488 |
| DFF | 79.7 |
| AOI/OAI and AO/OA | 3.68 |
## critical path, delay by kind of cell
family,cells,cell delay [ps]
AND-OR/OR-AND,3,1240
AND/OR/NAND/NOR,1,540
buffers and inverters,10,5690
multiplexers,1,590
Power and IR drop assume default switching activity.
